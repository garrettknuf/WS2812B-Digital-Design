<file path="config.mk">
export PLATFORM = sky130hd
export DESIGN_NAME = ws2812b
export DESIGN_NICKNAME = ws2812b
export VERILOG_FILES = /design/flow/design.v
export SDC_FILE = /design/flow/constraint.sdc
export NUM_CORES = 4
export LEC_CHECK = 1
export CORE_UTILIZATION = 50
</file>
<file path="constraint.sdc">
current_design ws2812b

set clk_period 2.5
set clk_io_pct 0.2

create_clock -name clk0 -period $clk_period [get_ports {clk_100MHz}]

set non_clock_inputs [all_inputs -no_clocks]
set_input_delay [expr $clk_period * $clk_io_pct] -clock clk0 $non_clock_inputs
set_output_delay [expr $clk_period * $clk_io_pct] -clock clk0 [all_outputs]
</file>
<file path="design.v">
`timescale 1ns / 1ps
module ws2812b(
    input clk_100MHz,
    input din,       
    output dout,     
    output rled,     
    output gled,     
    output bled      
    );
    parameter SHIFT_REG_BITS = 24;       
    parameter SAMPLE_CNTR_MAX = 60;      
    parameter RESET_CNTR_MAX = 5000;     
    parameter CLOCK_PERIOD = 10;         
    reg [12:0] reset_cntr;   
    reg [5:0] sample_cntr;   
    reg [4:0] data_cntr;     
    reg [8:0] pwm_prescale;  
    reg [7:0] pwm_cntr_r;    
    reg [7:0] pwm_cntr_g;    
    reg [7:0] pwm_cntr_b;    
    reg [23:0] shift_reg;    
    reg [23:0] data_latch;   
    reg data_in;             
    wire reset_active;
    wire data_bit;
    wire data_recv;
    wire data_clk;
    wire pwm_clk;
    assign reset_active = (reset_cntr == RESET_CNTR_MAX); 
    assign data_bit = (sample_cntr == SAMPLE_CNTR_MAX);
    assign data_recv = (data_cntr == SHIFT_REG_BITS + 1);
    assign data_clk = ~din & ~data_recv;
    assign pwm_clk = pwm_prescale[8];
    assign dout = data_recv & din;
    assign rled = (pwm_cntr_r[7:0] < data_latch[15:8]);
    assign gled = (pwm_cntr_g[7:0] < data_latch[23:16]);
    assign bled = (pwm_cntr_b[7:0] < data_latch[7:0]);
    initial begin
        reset_cntr <= 0;
        sample_cntr <= 0;
        data_cntr <= 0;
        pwm_prescale <= 0;
        pwm_cntr_r <= 0;
        pwm_cntr_g <= 0;
        pwm_cntr_b <= 0;
        shift_reg <= 0;
        data_latch <= 0;
        data_in <= 0;
    end
    always @ (posedge data_clk) begin
        shift_reg[23:0] <= {shift_reg[22:0], data_bit};  
    end
    always @ (posedge data_recv) begin
        data_latch <= shift_reg;
    end
    always @ (posedge data_in) begin
        if (reset_active) begin
            data_cntr <= 0;
        end else begin
            if (data_cntr <= SHIFT_REG_BITS)
                data_cntr <= data_cntr + 1;
        end  
    end
    always @ (posedge clk_100MHz) begin
        data_in <= din;
        pwm_prescale <= pwm_prescale + 1;
        if (din) begin
            reset_cntr <= 0;
            if (sample_cntr < SAMPLE_CNTR_MAX)
                sample_cntr <= sample_cntr + 1;
        end else begin
            if (reset_cntr < RESET_CNTR_MAX) 
                reset_cntr <= reset_cntr + 1;  
            sample_cntr <= 0;
        end
    end
    always @ (negedge pwm_clk) begin
        pwm_cntr_r <= pwm_cntr_r + 1;
        pwm_cntr_g <= pwm_cntr_g + 1;
        pwm_cntr_b <= pwm_cntr_b + 1;
    end
endmodule
</file>
<file path="run.sh">
#!/bin/bash
# OpenROAD 26Q1-2900-gdf79404cd8, Yosys 0.63+post, stock flow scripts
make -C /OpenROAD-flow-scripts/flow DESIGN_CONFIG=/design/flow/config.mk WORK_HOME=/design/flow/orfs finish
</file>
==> out/qor.tcl <==
set qor(synth_cells) 351
set qor(maxCapViolCount) 0
set qor(ys_seq_share_pct) 56.1
set qor(cp_data_required_time_ns) 2.00
set qor(worst_hold_startpoint) {pwm_prescale[0]$_DFF_P_}
set qor(outcome) {complete, no violations}
set qor(layout.cells.most_common) {dfxtp_1}
set qor(half_perimeter_wire_length_of_the_detailed_placement_result_mm) 3.61
set qor(ctsHtreeMaxLevel) 2
set qor(unconstrained_endpoints) 80
set qor(global_route.usage.total_pct) 13.3
set qor(clk_latency_ns) 0.27
set qor(grt_pass1_wl_mm) 8.14
set qor(report.final.setup_viol) 0
set qor(relSlewSlack_pct) 58.7
set qor(cts_buffers) 5
set qor(die_height_um) 89.0
set qor(reg_power_share_pct) 52.4
set qor(post-synth-top-area-cell) {dfxtp_1}
set qor(critical_path.max_fanout) 2
set qor(cellLeakagePower_uw) 0.00163
set qor(detailedRoute.firstPassIterationCount) 4
set qor(post-synth-top-area-fraction_pct) 56.1
set qor(yosys-top-cells-area) {dfxtp_1 56%, ha_1 11%, xnor2_1 4.4%}
set qor(chip_area_um2) 7920
set qor(floorplanUtilization_pct) 51.9
set qor(min_period_over_period_pct) 84.4
set qor(core-area_um2) 7290
set qor(synthToLayoutAreaGrowth_pct) 7.80
set qor(critPathLaunchType) {primary input}
set qor(synthDistinctLibCells) 36
set qor(final-max-slew-violation-count) 0
set qor(place.gp.congestion) 0.781
set qor(post_drt_wl_per_cell_um) 10.3
set qor(cts.repair.resized) 0
set qor(avgViaCountPerCell) 4.87
set qor(synthesis.area_per_instance_um2) 10.8
set qor(synth.yosys.chip_area_um2) 3780
set qor(fin_crit_ns) 2.11
set qor(warning_count) 29
set qor(cts_setup_buffers) 0
set qor(startpoint) {din}
set qor(worst_flop_to_flop_path_startpoint) {reset_cntr[3]$_SDFFE_PP0N_}
set qor(number_of_vias_in_the_routed_layout) 2258
set qor(worstMarginPinSlew_ns) 0.619
set qor(drt_iter0_markers) 88
set qor(clock_power_share_pct) 43.5
set qor(pwr_density_cell_nw_per_um2) 236
set qor(port_buffers) 5
set qor(grt_start_max_net_pins) 27
set qor(post_synth_instance_area_um2) 3780
set qor(diodes) 0
set qor(route.detailed.drc) 0
set qor(ios) 6
set qor(grt_overflow_total) 0
set qor(max-clock-path-buffers) 2
set qor(vdd_ir_drop_max_mv) 0.486
set qor(num_rows) 31
set qor(dieWidth_um) 89.0
set qor(cp.arrival_ns) 1.61
set qor(cell_int_power_uw) 758
set qor(lay_top_cells) {106 x dfxtp_1, 37 x inv_1, 32 x ha_1}
set qor(report.final.hold_viol_count) 0
set qor(setup_slack_ns) 0.390
set qor(number_of_register_pins_that_no_clock_reaches) 77
set qor(number_of_antenna_violations_at_the_first_check_in_global_routing) 0
set qor(tritoncts) {built}
set qor(clock_slew_seen_by_the_registers_of_the_worst_setup_and_hold_paths_ns) 0.06
set qor(grt_setup_unrepaired) {false}
set qor(hold_class) {flop to flop}
set qor(post_route_cells_drive_above_1_share_pct) 4.93
set qor(drt-total-wl_mm) 4.80
set qor(holdBufCountCts) 0
set qor(ys_ff) 106
set qor(critical_path_class) {primary input to output port}
set qor(switching_share_pct) 21.1
set qor(max_clock_freq_mhz) 474
set qor(share_comb_of_total_power_pct) 4.0
set qor(fin_skew_ns) 0.00289
set qor(grt_pass1_vias) 1889
set qor(dpl_worst_slack_ns) 0.385
set qor(detail-route-antenna-nets) 0
set qor(cp_endpoint_kind) {output port}
set qor(ys_cells) 351
set qor(netSwitchingPower_uw) 203
set qor(fin_tns_setup_ns) 0
set qor(synth-warning-count) 1
set qor(cts-root-buf) {clkbuf_8}
[layout make-up]
cell class                 count  area, um^2
clock buffer                   7        96.3
fill                         673        3210
inverter                      37         139
timing repair buffer           8        72.6
sequential                   106        2120
tap                           99         124
multi-input combinational    206        1520
clock inverter                 1        5.00
[metal layers]
| layer | share of wire (%) | global-route usage [%] | routed length (um) | vias to the layer above |
|---|---|---|---|---|
| met3 | 1.7 | 1.50 | 81 | 5 |
| li1 | - | - | - | 1214 |
| met5 | 0 | 0 | 0 | - |
| met4 | 1.3 | 1.30 | 63 | 0 |
| met1 | 54 | 21.2 | 2600 | 1024 |
| met2 | 43 | 21.5 | 2050 | 15 |
[power groups by stage]
stage                 Combinational, uW  Sequential (uW)  Clock [uW]
final                              38.9              504         418
after global routing               46.6              505         450
after CTS                          40.0              504         435
[per-stage QoR]
stage | power (uW) | cells | hold slack, ns | cell area (um^2) | utilization (%)
2_1_floorplan | 541 | 351 | 0.395 | 3780 | -
3_3_place_gp | 552 | 456 | 0.416 | 3980 | 54.6
3_5_place_dp | 554 | 456 | 0.419 | 3980 | 54.6
4_1_cts | 979 | 464 | 0.435 | 4080 | 56.0
5_1_grt | 1000 | 464 | 0.448 | 4080 | 56.0
6_report | 961 | 464 | 0.431 | 4080 | 56.0
[kinds of logic after synthesis]
| group | count (synthesis) | share of synthesized area [%] |
|---|---|---|
| and+or+nand+nor | 93 | 13.5 |
| adders and majority gates | 32 | 10.6 |
| xor gates and xnor gates | 31 | 7.17 |
| DFF | 106 | 56.1 |
| muxes | 4 | 1.12 |
| AOI/OAI and AO/OA | 46 | 7.74 |
| buffers and inverters | 39 | 3.87 |
[Yosys cell counts]
cell	count
dfxtp_1	106
inv_1	37
ha_1	32
nor2_1	20
xnor2_1	19
nand3_1	17
nand2_1	16
a21oi_1	13
xor2_1	12
nand4_1	8
a21o_1	7
a31oi_1	7
o21ai_0	7
and3_1	6
or4_1	4
a221oi_1	3
and2_1	3
nand2b_1	3
o31ai_1	3
or3_1	3
and4_1	2
clkbuf_1	2
mux2_1	2
mux2i_1	2
nor2b_1	2
nor3b_1	2
nor4_1	2
o211ai_1	2
o21ai_2	2
a211oi_1	1
nand4_2	1
nor3_1	1
nor3_2	1
nor4_4	1
o21a_1	1
or2_4	1
[worst paths after layout]
path	slack, ns	depth (start not counted)	end
max	0.39	3	dout
min	0.43	1	pwm_prescale[0]$_DFF_P_
max reg2reg	0.75	4	reset_cntr[11]$_SDFFE_PP0N_
min reg2reg	0.43	1	pwm_prescale[0]$_DFF_P_
[critical path: stages]
cell and delay (ns):
clkdlybuf4s50_1 0.47, and2_1 0.14, clkdlybuf4s50_1 0.50
Power is estimated from default activity; no workload was simulated.
